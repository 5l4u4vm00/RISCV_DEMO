### ./config.mk
export PLATFORM = sky130hd
export DESIGN_NAME = alu
export DESIGN_NICKNAME = alu
export VERILOG_FILES = /design/flow/design.v
export SDC_FILE = /design/flow/constraint.sdc
export NUM_CORES = 4
export LEC_CHECK = 1
export CORE_UTILIZATION = 40
### ./constraint.sdc
current_design alu

set clk_period 16.2
set clk_io_pct 0.2

create_clock -name clk0 -period $clk_period

set non_clock_inputs [all_inputs -no_clocks]
set_input_delay [expr $clk_period * $clk_io_pct] -clock clk0 $non_clock_inputs
set_output_delay [expr $clk_period * $clk_io_pct] -clock clk0 [all_outputs]
### ./design.v
`timescale 1ns / 1ps
module alu (
    input  wire [31:0] a,            
    input  wire [31:0] b,            
    input  wire [3:0]  alu_op,       
    output reg  [31:0] result,       
    output wire        zero          
);
    localparam ALU_ADD  = 4'b0000;   
    localparam ALU_SUB  = 4'b0001;   
    localparam ALU_AND  = 4'b0010;   
    localparam ALU_OR   = 4'b0011;   
    localparam ALU_XOR  = 4'b0100;   
    localparam ALU_SLL  = 4'b0101;   
    localparam ALU_SRL  = 4'b0110;   
    localparam ALU_SRA  = 4'b0111;   
    localparam ALU_SLT  = 4'b1000;   
    localparam ALU_SLTU = 4'b1001;   
    localparam ALU_PASS_B = 4'b1010;  
    assign zero = (result == 32'b0);
    always @(*) begin
        case (alu_op)
            ALU_ADD:    result = a + b;
            ALU_SUB:    result = a - b;
            ALU_AND:    result = a & b;
            ALU_OR:     result = a | b;
            ALU_XOR:    result = a ^ b;
            ALU_SLL:    result = a << b[4:0];
            ALU_SRL:    result = a >> b[4:0];
            ALU_SRA:    result = $signed(a) >>> b[4:0];
            ALU_SLT:    result = ($signed(a) < $signed(b)) ? 32'd1 : 32'd0;
            ALU_SLTU:   result = (a < b) ? 32'd1 : 32'd0;
            ALU_PASS_B: result = b;   
            default:    result = 32'b0;
        endcase
    end
endmodule
### ./run.sh
#!/bin/bash
# OpenROAD 26Q1-2900-gdf79404cd8, Yosys 0.63+post, stock flow scripts
make -C /OpenROAD-flow-scripts/flow DESIGN_CONFIG=/design/flow/config.mk WORK_HOME=/design/flow/orfs finish
==> git commit body <==
Record implementation results from latest flow run

- Die H: 158 µm
* Synth-to-Final Area Change: 13.3%
* Total global routing track utilization: 42.2%
- Critical-path maximum fanout: 41
* Pins Over Slew Limit: 0
- The pin closest to its max-slew limit shows a slew of 1.10 ns.
- The first global-routing pass estimated 75300 µm of wire.
- Number of global-route vias before repair: 11326
- In this build the clock could be raised as far as 85.4 MHz.
* Post-synth top area cell: sky130_fd_sc_hd__ha_1
* List of cells traversed by the critical path: clkdlybuf4s50_1 -> buf_4 -> clkinv_1 -> ha_1 -> inv_1 -> o21bai_1 -> o21ai_0 -> a211oi_1 -> nor2b_1 -> xnor2_1 -> o21ai_0 -> nor4b_1 -> and4_1 -> nand4b_1 -> nor2_1 -> clkdlybuf4s50_1
- The timing report attributes the biggest portion of critical-path delay to buffers and inverters.
- Path type of the worst min-delay path: input port to output port
* Switching share of power: 61.6%
* Layout fillers: 2520
- Per the detail_route report, routed wire per instance is 29.5 µm.
- The design has 0 sequential cells.
- Per the synthesis report, the number of distinct cell types is 87.
- Hold-check failures listed in the final report amount to 0.
- Number of vias per cell after detailed routing: 7.01
- Max_slew headroom: 25.6%
- The run finished with clean final reports.
- Count of synthesis-stage warnings from yosys: 1
* Hold buffer count at CTS: 0
- Per the layout report, the design carries 0 clock buffers.
* Standard-cell rows: 56
- Standby leakage power: 4.42 nW
- The number of buffers and inverters on the critical path is 5.
* Synth Cell Area: 0.00975 mm²
- Worst setup path class: input port to output port
* Total I/O pin count: 101
- Max capacitance violation total: 0
* Required time reported for the critical path endpoint: 12.96 ns
- Initial DRC count: 1587
- STA classifies the critical path startpoint as an input port.
- Looking at the critical path, the single cell with the biggest stage delay is sky130_fd_sc_hd__a211oi_1.
- The detailed router placed 12210 vias in this run.
* RSZ-0062 raised after global routing: false
- Placer's final routability congestion estimate: 1.06
- The worst path in the final design needs a cycle of 11.70 ns, including I/O delays and setup.
* Accumulated negative setup slack: 0 ns
* Power Density: 36.5 mW/mm²
- The placement stage leaves a total instance area of 0.0110 mm².
- Sequential cells were found to cover 0% of the synthesized design area.
- Routed wire length: 51400 µm
- Entering global routing, the biggest net connects 54 pins.
- The initial antenna violation count came to 1.
* Data arrival, critical path: 8.46 ns
- With fillers left out, the area of the finished cells amounts to 0.0110 mm².
- Each instance of the synthesized netlist takes up on average 7.02 µm².
* Area of the die: 0.0250 mm²
- The number of cells reported by Yosys stat comes to 1389.
- The core region is 0.0237 mm².
- The post-route netlist has 10.5% of its cells at a drive strength greater than 1.
* Area figure in the yosys stat output: 0.00975 mm²
* Area taken by flip-flops and latches: 0 µm²
* Fraction of synthesized cell area taken by the top area cell type: 13.0%
* Setup violators final: 0
* Number of antenna-violating nets in the routed design: 0
- Post-CTS Setup Inserts: 0
- Net switching power: 0.000248 W
* Tally of buffers added on design ports: 101
* Half-perimeter wire length of the detailed placement result: 39800 µm
- IR analysis of the VDD net gives a maximum drop of 0.0160 mV.
- The initial utilization of the core area, before any placement, comes to 41.2%.
- Quantity of gates resized following cts: 0
- Longest individual stage delay on the worst path: 0.71 ns
- The commonest cells after synthesis are 128 x sky130_fd_sc_hd__nand2_1, 126 x sky130_fd_sc_hd__nor2_1, 106 x sky130_fd_sc_hd__a21oi_1.
- For this run the aggregate overflow at the end of global routing stands at 0.
* Share of the clock period used by the worst path: 72.3%
* Remaining DRCs: 0
* Top area cells in the synthesized netlist: sky130_fd_sc_hd__ha_1 13%, sky130_fd_sc_hd__mux4_2 12%, sky130_fd_sc_hd__a21oi_1 5.4%
- Top cell type by instance count after synthesis: sky130_fd_sc_hd__nand2_1
- STA classifies the critical path endpoint as an output port.
- Cell-internal power: 0.000155 W
- Tool warnings: 101
- The first detailed-routing pass ran for 9 iterations.
- The horizontal die dimension reported for this design is 158 µm.
- The synthesized netlist handed to floorplanning was reported with a cell count of 1389.
## cell type report
cell class,count,area (µm²),area share (%)
Antenna cell,1,2.50,0.0226
Inverter,98,368,3.33
Multi-Input combinational cell,1185,9000,81.4
Tap cell,319,399,3.61
Timing Repair Buffer,140,1280,11.6
## per-stage QoR
step                hold WS [ns]  setup slack, ns  utilization, %  power (W)  std cells
floorplan                   6.61             4.97               -   0.000234       1389
global placement            7.58             4.65            46.6   0.000391       1742
detailed placement          7.58             4.64            46.6   0.000388       1742
CTS                         7.59             4.62            46.6   0.000390       1742
global route                7.67             4.21            46.6   0.000427       1742
finish                      7.63             4.50            46.7   0.000403       1743
## worst paths after layout
path | startpoint | to | slack [ns] | depth (start not counted)
setup / recovery | b[4] | zero | 4.50 | 16
hold / removal | b[3] | result[8] | 7.63 | 5
## power by group through the flow
stage	registers [W]	logic, W	clock network (W)
global route	0	0.000427	0
CTS	0	0.000390	0
## cell families after synthesis
family | synth area share, %
adders and majority gates | 13.4
muxes | 19.1
buffers and inverters | 8.14
AOI/OAI and AO/OA | 35.1
xor gates and xnor gates | 1.62
and+or+nand+nor | 22.7
## metal layers
| metal | track usage (%) | wire length, µm |
|---|---|---|
| met5 | 0 | 0 |
| met2 | 60.9 | 21500 |
| met3 | 10.9 | 6190 |
| met4 | 16.5 | 2430 |
| met1 | 59.9 | 21200 |
## layout by cell type (no fill, tap or decap), drive strengths merged, types with 23 or more instances in the layout
cell type,count
buf,44
a31oi,23
mux2i,44
a21oi,106
nor2,126
nand3,31
o21ai,76
o211ai,38
nor3,41
inv,97
nand2,128
a211oi,34
mux2,26
clkdlybuf4s50,96
ha,101
mux4,50
Power and IR drop assume default switching activity.
