--- ./design.v ---
`timescale 1ns / 1ps
module mem_wb_reg (
    input  wire        clk,
    input  wire        rst_n,
    input  wire [31:0] pc_plus_4_in,
    input  wire [31:0] alu_result_in,
    input  wire [31:0] mem_data_in,
    input  wire [4:0]  rd_addr_in,
    input  wire        reg_write_in,
    input  wire        mem_to_reg_in,
    input  wire [1:0]  wb_sel_in,
    output reg  [31:0] pc_plus_4_out,
    output reg  [31:0] alu_result_out,
    output reg  [31:0] mem_data_out,
    output reg  [4:0]  rd_addr_out,
    output reg         reg_write_out,
    output reg         mem_to_reg_out,
    output reg  [1:0]  wb_sel_out
);
    always @(posedge clk or negedge rst_n) begin
        if (!rst_n) begin
            pc_plus_4_out   <= 32'b0;
            alu_result_out  <= 32'b0;
            mem_data_out    <= 32'b0;
            rd_addr_out     <= 5'b0;
            reg_write_out   <= 1'b0;
            mem_to_reg_out  <= 1'b0;
            wb_sel_out      <= 2'b0;
        end else begin
            pc_plus_4_out   <= pc_plus_4_in;
            alu_result_out  <= alu_result_in;
            mem_data_out    <= mem_data_in;
            rd_addr_out     <= rd_addr_in;
            reg_write_out   <= reg_write_in;
            mem_to_reg_out  <= mem_to_reg_in;
            wb_sel_out      <= wb_sel_in;
        end
    end
endmodule
--- ./run.sh ---
#!/bin/bash
# OpenROAD 26Q1-2900-gdf79404cd8, Yosys 0.63+post, stock flow scripts
make -C /OpenROAD-flow-scripts/flow DESIGN_CONFIG=/design/flow/config.mk WORK_HOME=/design/flow/orfs finish
--- ./config.mk ---
export PLATFORM = sky130hd
export DESIGN_NAME = mem_wb_reg
export DESIGN_NICKNAME = mem_wb_reg
export VERILOG_FILES = /design/flow/design.v
export SDC_FILE = /design/flow/constraint.sdc
export NUM_CORES = 4
export LEC_CHECK = 1
export CORE_AREA = 10 10 136 136
export DIE_AREA = 0 0 146 146
--- ./constraint.sdc ---
current_design mem_wb_reg

set clk_period 1.0
set clk_io_pct 0.2

create_clock -name clk0 -period $clk_period [get_ports {clk}]

set non_clock_inputs [all_inputs -no_clocks]
set_input_delay [expr $clk_period * $clk_io_pct] -clock clk0 $non_clock_inputs
set_output_delay [expr $clk_period * $clk_io_pct] -clock clk0 [all_outputs]
==> flow_summary.html <==
<h2>Synthesis and place &amp; route</h2>
<table>
<tr><th>Metric</th><th>Value</th></tr>
<tr><th colspan="2">Place</th></tr>
<tr><td>Cell area after placement</td><td>5047 um2</td></tr>
<tr><td>Port Buffers</td><td>211</td></tr>
<tr><td>DPL Wire Length</td><td>6.578 mm</td></tr>
<tr><td>Total instance count after detailed placement</td><td>534</td></tr>
<tr><td>Final Wtd Congestion</td><td>0.7265</td></tr>
<tr><th colspan="2">GRT</th></tr>
<tr><td>Number of antenna violations at the first check in global routing</td><td>0</td></tr>
<tr><td>Total gr overflow</td><td>0</td></tr>
<tr><td>Pin count of the biggest net entering global routing</td><td>50</td></tr>
<tr><td>Met1 Usage GRT</td><td>0.1012</td></tr>
<tr><td>GRT busiest layer</td><td>met1</td></tr>
<tr><td>Met3 usage</td><td>0.04769</td></tr>
<tr><td>Global-route wire length before repair</td><td>12.41 mm</td></tr>
<tr><td>Number of global-route vias before repair</td><td>1,935</td></tr>
<tr><td>Overall track demand over capacity in global routing</td><td>0.07529</td></tr>
<tr><td>Met2 usage</td><td>0.1012</td></tr>
<tr><th colspan="2">Route</th></tr>
<tr><td>Average vias per placed instance</td><td>3.105</td></tr>
<tr><td>Total via count in the routed design</td><td>1,711</td></tr>
<tr><td>Starting DRC count in detailed routing</td><td>40</td></tr>
<tr><td>Total DRC errors in the routed layout</td><td>0</td></tr>
<tr><td>Routed length per placed instance</td><td>14.77 um</td></tr>
<tr><td>First drt pass iteration count</td><td>2</td></tr>
<tr><td>Wirelength, routed</td><td>8.141 mm</td></tr>
<tr><td>Number of antenna-violating nets in the routed design</td><td>0</td></tr>
<tr><td>Number of inserted diodes</td><td>0</td></tr>
<tr><th colspan="2">Cells and area</th></tr>
<tr><td>Count of fill cells added during filler insertion</td><td>1,592</td></tr>
<tr><td>Summed area of non-filler cells in the final layout</td><td>4841 um2</td></tr>
<tr><td>Mi-comb count</td><td>0</td></tr>
<tr><td>FF+latch area</td><td>2628 um2</td></tr>
<tr><td>Share of post-route cells with drive strength above 1</td><td>0.3642</td></tr>
<tr><td>Comb gate area</td><td>0 um2</td></tr>
<tr><td>P&amp;R area growth vs syn</td><td>84.24%</td></tr>
<tr><td>Commonest cells after routing, fill and taps aside</td><td>sky130_fd_sc_hd__dfrtp_1, sky130_fd_sc_hd__clkdlybuf4s50_1, sky130_fd_sc_hd__buf_2, sky130_fd_sc_hd__clkbuf_16</td></tr>
<tr><td>Final core area utilization</td><td>0.3081</td></tr>
<tr><td>Cell Count, Final, Fillers Out</td><td>551</td></tr>
<tr><th colspan="2">Synthesis</th></tr>
<tr><td>Area reported by Yosys stat</td><td>2628 um2</td></tr>
<tr><td>Average cell area after synthesis</td><td>25.02 um2</td></tr>
<tr><td>Count of instantiated cells in the yosys netlist</td><td>105</td></tr>
<tr><td>Synthesized instance count</td><td>105</td></tr>
<tr><td>Register bit total from synthesis</td><td>105</td></tr>
<tr><td>Register share after synthesis</td><td>1.000</td></tr>
<tr><td>Synthesis warning total</td><td>1</td></tr>
<tr><td>Post-Synthesis Cell Area</td><td>2628 um2</td></tr>
<tr><td>Synth unique cells</td><td>1</td></tr>
<tr><th colspan="2">STA</th></tr>
<tr><td>Achievable clock frequency</td><td>946.8 MHz</td></tr>
<tr><td>Final worst path period share</td><td>1.056</td></tr>
<tr><td>Final Max Slew Viols</td><td>0</td></tr>
<tr><td>Post-route setup TNS</td><td>-0.7549 ns</td></tr>
<tr><td>Least setup slack across all paths after layout</td><td>-0.05623 ns</td></tr>
<tr><td>Setup repair after global routing missed its margin</td><td>yes</td></tr>
<tr><td>Hold Vio Cnt, Final</td><td>0</td></tr>
<tr><td>Worst max-slew margin expressed relative to the limit</td><td>0.5368</td></tr>
<tr><td>Final Critical Period</td><td>1.056 ns</td></tr>
<tr><td>Final setup violation count</td><td>89</td></tr>
<tr><td>Hold Slack</td><td>0.05521 ns</td></tr>
<tr><td>Pin slew with the least headroom to its limit</td><td>0.6948 ns</td></tr>
<tr><th colspan="2">Floorplanning</th></tr>
<tr><td>Chip Height</td><td>146 um</td></tr>
<tr><td>Initial Utilization</td><td>0.1672</td></tr>
<tr><td>Die x size</td><td>146 um</td></tr>
<tr><td>Core ar.</td><td>15,710 um2</td></tr>
<tr><td>Die ar.</td><td>21,320 um2</td></tr>
<tr><td>FP Rows</td><td>46</td></tr>
<tr><td>I/O Pins</td><td>212</td></tr>
<tr><th colspan="2">Clock network</th></tr>
<tr><td>H-Tree Level Count</td><td>3</td></tr>
<tr><td>CTS Root Buffer Type</td><td>sky130_fd_sc_hd__clkbuf_16</td></tr>
<tr><td>TritonCTS clock tree</td><td>yes</td></tr>
<tr><td>Inserted Clock Buffers</td><td>9</td></tr>
<tr><td>Post-CTS repair timing setup buffer count</td><td>0</td></tr>
<tr><td>Clock-pin slew of the registers on the worst-case setup and hold paths</td><td>0.06 ns</td></tr>
<tr><td>Worst-case clock buffer depth</td><td>2</td></tr>
<tr><td>Clk sinks</td><td>105</td></tr>
<tr><th colspan="2">Power</th></tr>
<tr><td>Leakage</td><td>2.237 nW</td></tr>
<tr><td>Power density relative to cell area</td><td>1791 nW/um2</td></tr>
<tr><td>Sequential fraction of design power</td><td>0.520</td></tr>
<tr><td>Internal power</td><td>7.026 mW</td></tr>
<tr><td>Combinational cell fraction of total power</td><td>0.081</td></tr>
<tr><td>Clock power frac</td><td>0.400</td></tr>
<tr><td>VDD IR max</td><td>0.0006737 V</td></tr>
<tr><td>Switching power</td><td>1.643 mW</td></tr>
<tr><td>Switching power share of the total</td><td>0.1895</td></tr>
<tr><th colspan="2">Critical path</th></tr>
<tr><td>Max incr delay on CP</td><td>0.39 ns</td></tr>
<tr><td>Slowest CP cell</td><td>sky130_fd_sc_hd__dfrtp_1</td></tr>
<tr><td>Cell Chain, Critical Path</td><td>buf_2</td></tr>
<tr><td>Endpoint type of the worst setup path</td><td>primary output</td></tr>
<tr><td>Critical path startpoint category</td><td>flip-flop</td></tr>
<tr><td>Largest delay contributor family on the critical path</td><td>flip-flops</td></tr>
<tr><td>Arrival time of data at the critical path endpoint</td><td>0.86 ns</td></tr>
<tr><td>Path type of the worst setup path</td><td>flip-flop to primary output</td></tr>
<tr><td>Worst Path Buf+Inv</td><td>1</td></tr>
<tr><td>Required time of the critical path</td><td>0.80 ns</td></tr>
<tr><td>Peak fanout along the critical path</td><td>1</td></tr>
<tr><th colspan="2">Outcome</th></tr>
<tr><td>Result of the run</td><td>finished, violations left</td></tr>
<tr><td>Violations in the final reports</td><td>setup timing</td></tr>
<tr><th colspan="2">Hold path</th></tr>
<tr><td>Class of the tightest hold or removal check</td><td>primary input to async pin</td></tr>
<tr><th colspan="2">Job</th></tr>
<tr><td>Max_cap viols</td><td>0</td></tr>
<tr><td>Log Warnings</td><td>27</td></tr>
</table>
-- area by class of cell --
| cell class | instances | area share |
|---|---|---|
| well taps | 216 | 0.05583 |
| clock inverters | 3 | 0.008271 |
| flip-flops and latches | 105 | 0.5428 |
| repair buffers | 215 | 0.3401 |
| clock buffers | 12 | 0.05299 |
-- cells by family after synthesis --
| group | count (synthesis) | synth area share |
|---|---|---|
| DFF | 105 | 1.000 |
-- sequential cells by signal, summed over array words and instances (netlist names) --
name,cells
reg_write_out,1
rd_addr_out,5
pc_plus_4_out,32
mem_data_out,32
wb_sel_out,2
alu_result_out,32
mem_to_reg_out,1
-- cells in the mapped netlist --
cell type,number,area share
sky130_fd_sc_hd__dfrtp_1,105,1.0
-- per-layer routing --
metal,wire length [um],share of wire
met4,201,0.025
met2,3319,0.41
met3,1134,0.14
met5,0,0
met1,3486,0.43
-- power groups by stage --
stage / registers [mW] / logic [mW] / clock network (mW)
finish: 4.50 / 0.700 / 3.46
CTS: 4.50 / 0.730 / 3.65
global route: 4.52 / 0.780 / 3.80
-- worst paths after layout --
kind	start	to	cells after the start
setup / recovery	alu_result_out[7]	alu_result_out[7]	1
hold / removal	rst_n	pc_plus_4_out[8]	2
max in group asynchronous	rst_n	alu_result_out[22]	3
min in group clk0	alu_result_in[9]	alu_result_out[9]	1
-- stage by stage --
stage	setup WS [ns]	power, mW
final	-0.05623	8.669
after global routing	-0.09481	9.106
after CTS	-0.08459	8.888
after detailed placement	-0.03515	5.526
after global placement	-0.05225	5.517
after floorplan	0.4879	4.535
-- timing repair --
| item | CTS | global route |
|---|---|---|
| gates resized | 331 | 1 |
| hold buffers | 2 | 0 |
| hold endpoints to repair | 16 | 0 |
| cloned | 0 | 0 |
| setup endpoints to repair | 105 | 121 |
Power and IR drop assume default switching activity.
