--- flow/design.v ---
`timescale 1ns / 1ps
module register_file (
    input  wire        clk,          
    input  wire        rst_n,        
    input  wire [4:0]  rs1_addr,     
    output wire [31:0] rs1_data,     
    input  wire [4:0]  rs2_addr,     
    output wire [31:0] rs2_data,     
    input  wire        wr_en,        
    input  wire [4:0]  rd_addr,      
    input  wire [31:0] rd_data       
);
    reg [31:0] registers [0:31];
    integer i;
    always @(posedge clk or negedge rst_n) begin
        if (!rst_n) begin
            for (i = 0; i < 32; i = i + 1) begin
                registers[i] <= 32'b0;
            end
        end else if (wr_en && rd_addr != 5'b0) begin
            registers[rd_addr] <= rd_data;
        end
    end
    assign rs1_data = (rs1_addr == 5'b0) ? 32'b0 : registers[rs1_addr];
    assign rs2_data = (rs2_addr == 5'b0) ? 32'b0 : registers[rs2_addr];
endmodule
--- flow/run.sh ---
#!/bin/bash
# OpenROAD 26Q1-2900-gdf79404cd8, Yosys 0.63+post, stock flow scripts
make -C /OpenROAD-flow-scripts/flow DESIGN_CONFIG=/design/flow/config.mk WORK_HOME=/design/flow/orfs finish
--- flow/config.mk ---
export PLATFORM = sky130hd
export DESIGN_NAME = register_file
export DESIGN_NICKNAME = register_file
export VERILOG_FILES = /design/flow/design.v
export SDC_FILE = /design/flow/constraint.sdc
export NUM_CORES = 4
export LEC_CHECK = 1
export CORE_UTILIZATION = 30
--- flow/constraint.sdc ---
current_design register_file

set clk_period 10.8
set clk_io_pct 0.2

create_clock -name clk0 -period $clk_period [get_ports {clk}]

set non_clock_inputs [all_inputs -no_clocks]
set_input_delay [expr $clk_period * $clk_io_pct] -clock clk0 $non_clock_inputs
set_output_delay [expr $clk_period * $clk_io_pct] -clock clk0 [all_outputs]
==> reports/results.ini <==
[drt]
drt-initial-drc-count=6578
ant_nets=0
routed_wl_mm=267.7
post-route-drc-count=0
vias_per_cell=6.615
firstDrtPassIters=9
vias=48340
wl_per_cell_um=36.64

[logic_synthesis]
ys_area_um2=53010
synthDominantCellAreaShare_pct=46.83
synth_cell_types=73
synth_seq_share_pct=46.83
synth_flop_count=992
largest_area_cell=dfrtp_1
syn_area_um2=53010
ys_cells=4998
ys.flop_type=dfrtp_1
synth-edff-count=0
async_flop_share_pct=100.0
netlist_instances=4998
area_leaders=dfrtp_1 47%, mux2_2 21%, nand3_1 11%
avgSynthCellArea_um2=10.61
yosysWarnings=2

[die]
die-height_um=422.3
rows=153
pin_count=114
floorplan.core_util_pct=30.36
dieArea_um2=178400
dieWidth_um=422.3
core_area_um2=174600

[sta]
fmax_mhz=115.8
finalSetupTns_ns=0
timing.final.hold_violations=0
timing.slew.headroom_pct=27.54
tightest_slew_ns=1.087
setup_viol_count_final=0
slew_violations=0
setup_slack_ns=2.167
fin_skew_ns=0
rsz0062_at_grt=false
final.min_clock_period_ns=8.633
period_used_pct=79.94

[clock_tree]
cts_tree=done
clk_pin_slew_ns=0.06
post_cts_resized=0
cts-root-buf=clkbuf_16
clock_path_buffers=3
post-cts-setup-buffers=0
htree_levels=3
ctsHoldBuffers=0
cts.sinks=992
worstSkewPairLatency_ns=0.76
numCtsBuffers=108

[global_routing]
antenna_found_initial=19
grt_max_degree=126
grt_pass1_vias=47320
grt_overflow=0
top_usage_layer=met2
use_met1_pct=36.22
met3_usage_pct=16.64
grt_pass1_wl_mm=372.9
met2_usage_pct=41.44
track_usage_pct=30.27

[finish]
regMostFlops=registers
stdcell_area_um2=60330
largest_reg_flops=992
top_regs=registers x992
final_cell_mix=1132 x nand3_1, 998 x mux2_2, 992 x dfrtp_1
syn_to_final_growth_pct=13.82
lay_top_count=nand3_1
drive_above_1_share_pct=30.22

[setup_path]
cp_common_cell=buf_4
crit_path_max_incr_delay_ns=0.62
crit_required_ns=8.64
reg2regPathDepth=1
endpoint_kind=primary output
crit_buf_inv=5
reg2reg_to=registers[2][16]
worstPathCellList=buf_2 > buf_4 > and3b_2 > buf_4 > and2_1 > buf_4 > a22oi_1 > o2111a_1 > a21oi_1 > clkdlybuf4s50_1
rrSetupSlack_ns=9.90
crit_type=in2out
cp-start-kind=input pin
cp.arrival_ns=6.47
r2r_start=registers[2][16]
critPathMaxFanout=45
slowest_stage=a21oi_1
crit_family=buffers and inverters

[worst_hold_path]
hold_start=registers[22][15]
hold_end=registers[22][15]
whs_path_depth=1
min_path_type=reg2reg

[power]
power.share.clock_pct=36.0
seqPwrFrac_pct=48.3
max-vdd-ir-drop_uv=127.0
power-per-cell-area_nw_per_um2=175.7
switching_power_w=0.003193
p_leak_nw=25.30
internal-power_w=0.007410
pwr-share-comb_pct=15.7
switching_share_pct=30.12

[placement]
gp_congestion=1.018
dp_hpwl_mm=158.6
io_buffer_count=113
dpl_cell_area_um2=56690
pre_cts_ws_ns=2.382

[run_status]
status=finished clean

[flow_run]
max_cap_violations=0
tool_warnings=37

==> Yosys cell counts, drive strengths merged (15+ instances only) <==
| library cell | n |
|---|---|
| a2111oi | 35 |
| a21oi | 107 |
| a221o | 29 |
| a222oi | 20 |
| a22o | 39 |
| a22oi | 156 |
| a31oi | 53 |
| and2 | 29 |
| and3 | 132 |
| and4 | 27 |
| buf | 305 |
| clkbuf | 271 |
| dfrtp | 992 |
| mux2 | 999 |
| nand2 | 57 |
| nand3 | 1134 |
| nand4 | 290 |
| nor2 | 43 |
| nor2b | 15 |
| nor3 | 28 |
| nor4 | 76 |
==> cell type report <==
class | instances | area [µm²]
inverters | 2 | 7.507
well taps | 2325 | 2909
clock inverters | 42 | 444.2
fillers | 17220 | 114300
diodes | 20 | 50.05
flip-flops and latches | 992 | 24820
multi-input cells | 3428 | 26010
repair buffers | 345 | 2935
clock buffers | 154 | 3149
==> power groups by stage <==
stage | sequential [W] | clock [W] | combinational (W)
4_1_cts | 0.00509 | 0.00384 | 0.00164
5_1_grt | 0.00519 | 0.00398 | 0.00175
6_report | 0.00512 | 0.00382 | 0.00166
==> routing by layer <==
metal / share of wire, % / wire (µm)
met2: 41 / 110000
met3: 15 / 40730
met4: 8.9 / 23820
met5: 0.17 / 449
met1: 35 / 92710
==> worst max-delay path by stage <==
stage                 cells after the start         from  slack (ns)            to
after CTS                                 9  rs2_addr[2]        2.37  rs2_data[27]
after global routing                     10  rs1_addr[4]        2.31   rs1_data[2]
final                                    10  rs1_addr[3]        2.17   rs1_data[0]
==> logic make-up (layout without fill, tap and decap cells) <==
kind of cell	after synthesis	in the layout	share of synthesized area [%]
and+or+nand+nor	1903	1903	19.75
muxes	1014	1014	21.53
DFF	992	992	46.83
buffers and inverters	578	543	4.763
AOI/OAI and AO/OA	511	511	7.129
other	0	20	0
==> metrics by stage <==
step	utilization (%)	instances	hold WS, ns	power (W)
after floorplan	-	4998	0.4852	0.005892
after global placement	32.47	7092	0.5068	0.006743
after detailed placement	32.47	7092	0.5088	0.006774
after CTS	34.53	7288	0.5267	0.01056
after global routing	34.53	7288	0.5412	0.01092
final	34.56	7308	0.5243	0.01060
No activity file was given, so power comes from the tool's default toggle rates.
